### design.v
module uart_wrapper #(
    parameter CLK_BITS     = 8,  
    parameter DATA_WIDTH   = 8,
    parameter PARITY_BITS  = 0,
    parameter STOP_BITS    = 1
) (
    input  logic                    clk,
    input  logic                    rst,
    input  logic   [CLK_BITS-1:0]   clk_per_bit,
    input  logic   [DATA_WIDTH-1:0] TX_dataIn,
    input  logic                    TX_en,
    input  logic                    RX_dataIn,
    output logic                    TX_out,
    output logic                    TX_done,
    output logic                    TX_busy,
    output logic   [DATA_WIDTH-1:0] RX_dataOut,
    output logic                    RX_done,
    output logic                    RX_parityError
);
    UART_TX #(
        .CLK_BITS(CLK_BITS),
        .DATA_WIDTH(DATA_WIDTH),
        .PARITY_BITS(PARITY_BITS),
        .STOP_BITS(STOP_BITS)
        ) 
        UART_TX1 ( 
        .clk(clk),
        .rst(rst),
        .clk_per_bit(clk_per_bit),
        .dataIn(TX_dataIn),
        .TXen(TX_en),
        .TXout(TX_out),
        .TXdone(TX_done),
        .busy(TX_busy)
    );
    UART_RX #(
        .CLK_BITS(CLK_BITS),
        .DATA_WIDTH(DATA_WIDTH),
        .PARITY_BITS(PARITY_BITS),
        .STOP_BITS(STOP_BITS)
        )
        UART_RX1 (
        .clk(clk),
        .rst(rst),
        .clk_per_bit(clk_per_bit),
        .dataIn(RX_dataIn),
        .RXout(RX_dataOut),
        .RXdone(RX_done),
        .parityError(RX_parityError)
    );
endmodule
module UART_RX #(
    parameter CLK_BITS = 8,    
    parameter DATA_WIDTH = 8,
    parameter STOP_BITS = 2,   
    parameter PARITY_BITS = 1,
    parameter PACKET_SIZE = DATA_WIDTH + STOP_BITS + PARITY_BITS + 1
) ( 
    input  logic                                clk,
    input  logic                                rst,
    input  logic    [CLK_BITS - 1 : 0]          clk_per_bit,
    input  logic                                dataIn,
    output logic    [DATA_WIDTH - 1 : 0]         RXout,
    output logic                                RXdone,
    output logic                                parityError
);
    localparam indexBits = $clog2(PACKET_SIZE);
    logic   [indexBits - 1 : 0]     index;
    logic   [CLK_BITS - 1 : 0]      clkCount;
    logic                           regInMeta;
    logic                           regIn;
    logic                           parity;
    logic    [DATA_WIDTH - 1 : 0]    dataOut;
    logic                           dataDone;
    always_ff @(posedge clk) begin
        regInMeta <= dataIn;
        regIn <= regInMeta;
    end
    typedef enum logic [1:0] {
        IDLE,
        START,
        RECEIVE,
        DONE
    } 
    state_t;
    state_t state;
    always_ff @(posedge clk) begin
        if (rst) begin
            dataOut <= 0;
            state <= IDLE;
            index <= 1'b0;
            clkCount <= 0;
            dataDone <= 0;
        end
        else begin
            case (state)
                IDLE: begin
                    clkCount <= 0;
                    index <= 0;
                    dataOut <= 0;
                    dataDone <= 0;
                    if (regIn == 1'b0) begin     
                        state <= START;
                    end
                    else begin
                        state <= IDLE;
                    end
                end
                START: begin
                    if (clkCount == ((clk_per_bit - 1) >> 1)) begin
                        clkCount <= 0;
                        state <= RECEIVE;
                    end
                    else begin
                        clkCount <= clkCount + 1;
                        state <= START;
                    end
                end
                RECEIVE: begin
                    if (clkCount < clk_per_bit - 1) begin
                        clkCount <= clkCount + 1;
                        state <= RECEIVE;
                    end
                    else begin
                        clkCount <= 0;
                        if (index < DATA_WIDTH) begin
                            dataOut[index] <= regIn;
                            index <= index + 1;
                            state <= RECEIVE;
                        end
                        else if (index == DATA_WIDTH && PARITY_BITS > 0) begin
                            parity <= regIn;
                            state <= DONE;
                        end
                        else begin
                            state <= DONE;
                        end
                    end
                end
                DONE: begin
                    if (clkCount < clk_per_bit - 1) begin
                        clkCount <= clkCount + 1;
                        state <= DONE;
                    end
                    else begin
                        clkCount <= 0;
                        state <= IDLE;
                        dataDone <= 1'b1;
                        index <= 0;
                        RXout <= dataOut;
                    end
                end
                default: begin
                    state <= IDLE;
                end
            endcase
        end 
    end
    always_comb begin
        RXdone = dataDone;
        if (PARITY_BITS > 0) begin
            parityError = (^RXout) ^ parity;
        end
        else begin
            parityError = 0;
        end
    end
endmodule
module UART_TX #(
    parameter CLK_BITS = 8,          
    parameter DATA_WIDTH = 8,
    parameter STOP_BITS = 1,         
    parameter PARITY_BITS = 1,       
    parameter PACKET_SIZE = DATA_WIDTH + STOP_BITS + PARITY_BITS + 1 
) ( 
    input  logic                                clk,
    input  logic                                rst,
    input  logic      [CLK_BITS - 1 : 0]        clk_per_bit,
    input  logic      [DATA_WIDTH - 1 : 0]      dataIn,
    input  logic                                TXen,
    output logic                                TXout,
    output logic                                TXdone,
    output logic                                busy
);
    localparam indexBits = $clog2(PACKET_SIZE);
    logic   [PACKET_SIZE - 1 : 0]       packet;
    logic                               parityBit;
    logic   [indexBits - 1 : 0]         index;
    logic   [CLK_BITS - 1 : 0]          clkCount;
    typedef enum logic [1:0] {
        IDLE,
        TRANSMIT,
        DONE
    } 
    state_t;
    state_t state;
    always_comb begin
        parityBit = ^dataIn;     
    end
    always_ff @(posedge clk) begin
        if (rst) begin
            TXout       <= 1'b1;
            state       <= IDLE;
            busy        <= 1'b0;
            index       <= 1'b0;
            clkCount    <= 0;
            TXdone      <= 0;
        end
        else begin
            case (state)
                IDLE: begin
                    TXout       <= 1'b1;
                    index       <= 1'b0;
                    clkCount    <= 0;
                    TXdone      <= 0;
                    if (TXen) begin
                        if (PARITY_BITS > 0) begin
                            packet <= {{STOP_BITS{1'b1}}, parityBit, dataIn, 1'b0};
                        end 
                        else begin
                            packet <= {{STOP_BITS{1'b1}}, dataIn, 1'b0};
                        end
                        busy <= 1'b1;
                        state <= TRANSMIT;
                    end
                    else begin
                        state <= IDLE;
                    end
                end
                TRANSMIT: begin
                    TXout <= packet[index];
                    if (clkCount < clk_per_bit - 1) begin
                        clkCount <= clkCount + 1;
                        state <= TRANSMIT;
                    end
                    else begin
                        clkCount <= 0;
                        if (index == PACKET_SIZE - 1) begin
                            state <= DONE;
                        end
                        else begin
                            index <= index + 1;
                            state <= TRANSMIT;
                        end
                    end
                end
                DONE: begin
                    state       <= IDLE;
                    busy        <= 1'b0;
                    TXdone      <= 1'b1;
                    index       <= 1'b0;
                    clkCount    <= 0;
                end
                default: begin
                    state <= IDLE;
                end
            endcase
        end 
    end
endmodule
### run.sh
#!/bin/bash
# OpenROAD 26Q1-2900-gdf79404cd8, Yosys 0.63+post, stock flow scripts
make -C /OpenROAD-flow-scripts/flow DESIGN_CONFIG=/design/flow/config.mk WORK_HOME=/design/flow/orfs finish
### config.mk
export PLATFORM = sky130hd
export DESIGN_NAME = uart_wrapper
export DESIGN_NICKNAME = uart_wrapper
export VERILOG_FILES = /design/flow/design.v
export SDC_FILE = /design/flow/constraint.sdc
export NUM_CORES = 4
export LEC_CHECK = 1
export CORE_UTILIZATION = 50
### constraint.sdc
current_design uart_wrapper

set clk_period 5.5
set clk_io_pct 0.2

create_clock -name clk0 -period $clk_period [get_ports {clk}]

set non_clock_inputs [all_inputs -no_clocks]
set_input_delay [expr $clk_period * $clk_io_pct] -clock clk0 $non_clock_inputs
set_output_delay [expr $clk_period * $clk_io_pct] -clock clk0 [all_outputs]
==> flow_summary.yaml <==
# flow metrics
synthesis:
  top_cells_by_area: "dfxtp_1 (27%), edfxtp_1 (14%), ha_1 (6.4%)"
  netlist_area_sq_um: 3336
  flop_cell: "dfxtp_1"
  edf_count: 16
  ys_cells: 363
  netlist.area_leader.share: 0.2701
  ys_warn_count: 2
  synth_area_per_cell_sq_um: 9.189
  yosysSeqAreaShare: 0.4141
  top_area_cell: "dfxtp_1"
  top_cell: "dfxtp_1"
  synth-seq-cells: 61
  synthArstFlopShare: 0
  syn-instance-count: 363
  ys_top_cells_by_count: "dfxtp_1 (45), nand2_1 (32), nor2_1 (28), a21oi_1 (23), ha_1 (17)"
  synth_cell_types: 64
  ys_area_sq_um: 3336
power_and_ir_drop:
  power.density_nw_per_um2: 238.3
  p_leak_nw: 1.401
  total_power_mw: 0.9189
  vdd_ir_drop_max_mv: 0.2267
timing:
  hold_viol_final: 0
  period_needed_ns: 4.119
  slew_violations: 0
  rsz0062_at_grt: "false"
  slew-limit-headroom: 0.4786
  tightest_slew_ns: 0.7774
  final-setup-viol-count: 0
  max_freq_mhz: 242.8
  totalNegativeSetupSlack_ns: 0
  fin_crit_sh: 0.7490
  clock_skew_ns: 0.007757
worst_setup_path:
  required_ns: 5.78
  crit_slowest_cell: "clkdlybuf4s50_1"
  crit_chain: "clkdlybuf4s50_1, inv_1, ha_1, nor3b_1, xnor2_1, ha_1, nand2_1, a21oi_1, a211o_1, maj3_1, o21ai_2, nand3_2, nor3b_1, a21o_1"
  path_max_fanout: 10
  arrival_ns: 4.40
  setup.worst_path.start_class: "input pin"
  max_stage_delay_ns: 0.54
  cp-end-kind: "flip-flop"
  crit_type: "in -> reg"
  critPathTopFamily: "adder cells"
  path_buffers: 2
global_routing:
  globalRouteOverflowTotal: 0
  grt_start_max_net_pins: 39
  antenna_found_initial: 0
  grt_pass1_vias: 2318
  grt_use_total: 0.2036
  grt_first_pass_wirelength_microns: 11260
clock_tree:
  hold_buffers: 0
  cts_buffers: 9
  clock_latency_ns: 0.33
  cts.sinks: 61
  cts_root_buf: "clkbuf_8"
  clock_path_buffers: 2
  clk_pin_slew_worst_paths_ns: 0.07
  cts_setup_buffers: 0
  cts_resized: 0
  htreeDepth: 3
  cts_tree: "yes"
job:
  drv_cap: 0
  warning_count: 30
detailed_routing:
  vias: 2635
  drc: 0
  wl_per_cell_microns: 14.20
  insertedDiodeCount: 0
  drt-vias-per-instance: 5.606
  first_iter_violations: 127
  drt_wl_total_microns: 6672
  drtPass1Iterations: 4
  postRouteAntennaNets: 0
layout:
  area_delta_synth_final_pct: 15.60
  fin_area_sq_um: 3856
  fillCellCount: 543
  ff_latch_area_sq_um: 1381
  drive_above_1_share: 0.07888
  mi_logic_area_sq_um: 1841
floorplan:
  num_rows: 29
  die_w_microns: 83.68
  dieArea_sq_um: 7002
  die-height_microns: 83.68
  fp-utilization: 0.5223
  coreArea_sq_um: 6386
  io_pins: 33
place:
  io_buffer_count: 31
  place_congestion: 0.8542
  dpl_cell_area_sq_um: 3677
  dp_hpwl_microns: 4653
outcome:
  status: "completed"
hold_path:
  hold_path.class: "reg -> reg"
through the flow:
stage	util	worst slack (ns)	hold slack (ns)	instances
6_report	0.6038	1.381	0.3265	470
5_1_grt	0.6038	1.179	0.3512	470
4_1_cts	0.6038	1.404	0.3290	470
3_5_place_dp	0.5758	1.057	0.3121	455
3_3_place_gp	0.5758	1.170	0.3100	455
2_1_floorplan	-	2.024	0.3096	363
report_power, final:
group          switching (mW)  internal, mW  total, mW
logic                  0.0380        0.0354     0.0734
registers             0.00810         0.467      0.475
clock network           0.169         0.202      0.371
final cells by class:
| cell class | instances | area share |
|---|---|---|
| Timing Repair Buffer | 32 | 0.08241 |
| Inverter | 11 | 0.01071 |
| Clock buffer | 9 | 0.03212 |
| Tap cell | 77 | 0.02498 |
| Multi-Input combinational cell | 274 | 0.4773 |
| Sequential cell | 61 | 0.3582 |
| Clock inverter | 6 | 0.01428 |
cell families after synthesis:
family                   after synthesis  synth area share
multiplexers                           7           0.02551
buffers and inverters                 28           0.03413
other                                  1          0.001124
XOR/XNOR                              22           0.06002
flip-flops                            61            0.4141
adder cells (fa/ha/maj)               18           0.06677
AND/OR/NAND/NOR                      139            0.2176
AND-OR/OR-AND                         87            0.1808
flip-flops by register name, indices dropped and copies added, names as in the netlist:
signal	flops
UART_RX1.RXout	8
UART_RX1.clkCount	8
UART_RX1.dataDone	1
UART_RX1.dataOut	8
UART_RX1.index	4
UART_RX1.regIn	1
UART_RX1.regInMeta	1
UART_RX1.state	4
UART_TX1.TXdone	1
UART_TX1.TXout	1
UART_TX1.busy	1
UART_TX1.clkCount	8
UART_TX1.index	4
UART_TX1.packet	8
UART_TX1.state	3
final timing paths:
| kind | slack [ns] | depth (start not counted) | from | to |
|---|---|---|---|---|
| worst min register to register | 0.33 | 0 | UART_RX1.regInMeta | UART_RX1.regIn |
| worst max-delay path | 1.38 | 14 | clk_per_bit[0] | UART_TX1.clkCount[4] |
| worst max register to register | 2.88 | 9 | UART_RX1.clkCount[2] | UART_RX1.dataOut[2] |
| worst min-delay path | 0.33 | 0 | UART_RX1.regInMeta | UART_RX1.regIn |
metal layers:
| layer | vias to the layer above | wire, microns | GRT usage |
|---|---|---|---|
| met2 | 45 | 2803 | 0.2979 |
| met4 | 0 | 61 | 0.01849 |
| met1 | 1208 | 3566 | 0.3413 |
| met3 | 4 | 240 | 0.03815 |
| met5 | - | 0 | 0 |
| li1 | 1378 | - | - |
layout by cell type (no fill, tap or decap), drive strengths merged, types with 7 or more instances in the layout:
cell	count
nand2	32
o21ai	16
nand3	17
nor2	28
a21oi	23
xor2	8
clkbuf	9
clkdlybuf4s50	31
xnor2	14
nor3	17
edfxtp	16
ha	17
nor3b	7
dfxtp	45
inv	11
