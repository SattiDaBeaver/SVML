==> design.v <==
module dp_ram_async_read #(
    parameter DATA_WIDTH = 8,
    parameter MEM_DEPTH  = 1024,
    parameter ADDR_WIDTH = $clog2(MEM_DEPTH)   
) (
    input  logic                    clk,
    input  logic                    we_a,
    input  logic [ADDR_WIDTH-1:0]   addr_a,
    input  logic [DATA_WIDTH-1:0]   din_a,
    output logic [DATA_WIDTH-1:0]   dout_a,
    input  logic                    we_b,
    input  logic [ADDR_WIDTH-1:0]   addr_b,
    input  logic [DATA_WIDTH-1:0]   din_b,
    output logic [DATA_WIDTH-1:0]   dout_b
);
    logic [DATA_WIDTH-1:0] mem [0:MEM_DEPTH-1];
    always_ff @(posedge clk) begin
        if (we_a) begin
            mem[addr_a] <= din_a;
        end
    end
    always_ff @(posedge clk) begin
        if (we_b) begin
            mem[addr_b] <= din_b;
        end
    end
    always_comb begin
        dout_a = mem[addr_a];
        dout_b = mem[addr_b];
    end
endmodule
==> run.sh <==
#!/bin/bash
# OpenROAD 26Q1-2900-gdf79404cd8, Yosys 0.63+post, stock flow scripts
make -C /OpenROAD-flow-scripts/flow DESIGN_CONFIG=/design/flow/config.mk WORK_HOME=/design/flow/orfs finish
==> config.mk <==
export PLATFORM = sky130hd
export DESIGN_NAME = dp_ram_async_read
export DESIGN_NICKNAME = dp_ram_async_read
export VERILOG_FILES = /design/flow/design.v
export SDC_FILE = /design/flow/constraint.sdc
export NUM_CORES = 4
export LEC_CHECK = 1
export CORE_UTILIZATION = 30
export SYNTH_MEMORY_MAX_BITS = 65536
==> constraint.sdc <==
current_design dp_ram_async_read

set clk_period 38.5
set clk_io_pct 0.2

create_clock -name clk0 -period $clk_period [get_ports {clk}]

set non_clock_inputs [all_inputs -no_clocks]
set_input_delay [expr $clk_period * $clk_io_pct] -clock clk0 $non_clock_inputs
set_output_delay [expr $clk_period * $clk_io_pct] -clock clk0 [all_outputs]
==> impl_metrics.py <==
# Metrics from the implementation run
metrics = {
    "routing": {
        "ant_nets": 0,
        "drt-pass1-iter-count": 9,
        "wire_per_inst_microns": 39.2,
        "wl_microns": 2330000,
        "vias": 357780,
        "drt_iter0_drc": 30115,
        "avgViaCountPerCell": 6.01,
        "drc": 0,
    },
    "job": {
        "warning_count": 28,
        "cap_violations": 4,
    },
    "setup_path": {
        "cp_num_buf_inv": 11,
        "setup.worst_path.start_class": "input pin",
        "worstSetupPathDepth": 18,
        "crit_fanout": 86,
        "critPathRequiredTime_ns": 30.80,
        "cp.arrival_ns": 18.25,
        "worstSetupEndpointType": "output port",
        "critical_path_class": "input pin to output port",
        "crit_chain": "buf_16, buf_4, buf_4, buf_4, buf_4, buf_4, buf_4, buf_4, buf_4, mux2i_1, o22ai_1, nor3_1, a31oi_1, o21ai_0, nand4_1, buf_4, or4b_1, clkdlybuf4s50_1",
        "crit_top_cell": "buf_4",
        "crit_family": "buffers and inverters",
        "cpPeakStageDelay_ns": 1.00,
        "cp_slowest_cell": "or4b_1",
    },
    "final_timing": {
        "period_needed_ns": 25.95,
        "clock.fmax_mhz": 38.5,
        "worst_pin_slew_ns": 1.71,
        "period_used_pct": 67.4,
        "maxSlewHeadroom_pct": -14.2,
        "fin_tns_setup_ns": 0,
        "slew_viol_final": 14,
        "finalSetupViolCount": 0,
        "rsz0062_at_grt": "no",
        "finalHoldViolations": 0,
        "whs_ns": 7.05,
    },
    "synthesis": {
        "ys_ff": 8192,
        "syn_inst": 36920,
        "yosysTopAreaCell": "edfxtp_1",
        "synth-warning-count": 1,
        "syn_area_per_cell_sq_um": 13.2,
        "synth-simple-area-share_pct": 3.35,
        "topCellsByArea": "edfxtp_1 (50%), mux2_2 (19%), mux2i_1 (15%)",
        "synth_area_sq_um": 488000,
        "top_area_share_pct": 50.4,
        "synth_seq_share_pct": 50.4,
        "xor_share_pct": 0,
        "synth_top_flop_cell": "edfxtp_1",
        "top_logic_kind": "multiplexers",
        "ys_sh_mux_pct": 36.0,
        "synth.distinct_cells": 62,
        "yosys_cells": 36920,
        "edf_count": 8192,
        "async_reset_ff_share_pct": 0,
        "ys_area_sq_um": 488000,
        "ys_sh_aoi_pct": 6.67,
        "adder_share_pct": 0,
    },
    "die": {
        "fp_util_pct": 30.1,
        "die_w_microns": 1280,
        "coreArea_sq_um": 1620000,
        "rows": 468,
        "die_h_microns": 1280,
        "die-area_sq_um": 1630000,
        "io_pins": 55,
    },
    "final_layout": {
        "largest-register": "mem",
        "finalNonFillerCells": 59556,
        "drive_gt1_share_pct": 35.5,
        "largest_reg_flops": 8192,
        "n_fill_cell": 155481,
        "area_growth_pct": 13.1,
        "top_regs": "mem x8192",
    },
    "min_path": {
        "whs_path_depth": 2,
        "hold_class": "input pin to register",
    },
    "cts": {
        "postCtsResizedCells": 0,
        "postCtsHoldBufs": 0,
        "cts_buffers": 928,
        "htree_levels": 6,
        "post-cts-setup-buffers": 0,
        "cts_tree": "built",
        "path_clk_slew_ns": 0.06,
        "cts_buffer_depth": 5,
        "clockRootBuffer": "clkbuf_16",
        "clock-sinks": 8192,
    },
    "power_and_ir_drop": {
        "power_density_nw_per_um2": 38.5,
        "cell_internal_pwr_mw": 15.7,
        "combPwrFrac_pct": 11.2,
        "switching_share_pct": 26.3,
        "power_frac_clock_pct": 42.6,
        "power.leakage_nw": 190,
        "total_power_mw": 21.3,
        "ir_worst_vdd_v": 0.0000459,
        "seqPwrFrac_pct": 46.2,
        "p_switching_mw": 5.58,
    },
    "grt": {
        "grt_pass1_vias": 360767,
        "grt_overflow": 0,
        "track_usage_pct": 29.1,
        "antenna_found_initial": 317,
        "grt_pass1_wl_microns": 3130000,
        "grt_start_max_net_pins": 97,
    },
    "placed_design": {
        "dpl.cell_count": 56985,
        "hpwl_microns": 1580000,
        "gp_congestion": 1.02,
        "portBuffers": 54,
    },
    "run_status": {
        "violations": "capacitance limit, slew limit",
        "outcome": "complete, but fails checks",
    },
}
==> cell usage in the layout, fill, tap and decap left out, types with 157 or more instances in the layout <==
cell type | Yosys | layout
nor2_2 | 282 | 292
nor2_1 | 1199 | 1166
clkbuf_16 | 0 | 932
edfxtp_1 | 8192 | 8192
nor4_1 | 567 | 564
mux2i_1 | 7179 | 7179
nand2_1 | 701 | 626
clkbuf_1 | 2874 | 169
a31oi_1 | 161 | 157
clkinv_1 | 0 | 221
diode_2 | 0 | 858
o22ai_1 | 3654 | 3651
mux2_2 | 8187 | 8187
o21ai_0 | 770 | 736
clkinv_2 | 0 | 179
mux4_2 | 526 | 526
buf_4 | 65 | 2541
nor3_1 | 325 | 320
==> metrics by stage <==
stage | area (sq um) | utilization, % | setup slack [ns]
4_1_cts | 550000 | 33.9 | 13.14
2_1_floorplan | 488000 | - | 20.66
3_3_place_gp | 520000 | 32.0 | 12.83
5_1_grt | 551000 | 34.0 | 12.69
6_report | 553000 | 34.0 | 12.55
3_5_place_dp | 520000 | 32.0 | 13.17
==> Yosys cell counts (all sizes together), types with 18 or more instances <==
cell,n
o21ai,784
nand4,76
a22oi,113
mux2,8199
or4b,22
nor4,567
clkbuf,2874
a31oi,161
o22a,143
nor2,1482
mux4,526
nor3,325
o2111ai,155
nand2,707
o211ai,18
mux2i,7179
edfxtp,8192
nand3,149
a211oi,128
o22ai,3654
buf,1337
==> layer usage <==
layer	up-vias	part of all wire [%]	track usage (%)	wire length (microns)
li1	145882	-	-	-
met1	181726	33	31.6	768000
met2	24200	42	38.9	969000
met3	5674	18	22.3	415000
met4	298	7.3	18.5	171000
met5	-	0.43	5.26	10000
==> cells by family after synthesis <==
| logic type | Yosys count |
|---|---|
| compound gates | 5182 |
| mux | 15904 |
| simple gates | 3430 |
| flops | 8192 |
| buf+inv | 4212 |
==> power groups by stage <==
stage / Clock (mW) / Combinational, mW / Sequential (mW)
global route: 9.42 / 2.42 / 9.82
finish: 9.06 / 2.38 / 9.82
CTS: 9.11 / 2.29 / 9.83
==> worst paths after layout <==
kind                  start                    end
setup / recovery  addr_a[1]              dout_a[6]
hold / removal     din_a[5]  mem[735][5]$_DFFE_PP_
==> layout make-up <==
class | instances | area (sq um) | area share, %
Sequential cell | 8192 | 246000 | 44.5
Antenna cell | 858 | 2150 | 0.389
Clock buffer | 1101 | 24000 | 4.34
Tap cell | 21620 | 27100 | 4.90
Timing Repair Buffer | 2657 | 21000 | 3.80
Clock inverter | 611 | 6170 | 1.12
Inverter | 1 | 3.75 | 0.000679
Multi-Input combinational cell | 24516 | 226000 | 40.9
Power and IR drop assume default switching activity.
